### flow/design.v
module bound_flasher (flick, clk, rst, leds);
input wire flick;
input wire clk;
input wire rst;
output reg [15:0] leds;
reg started = 0;
reg [3:0] state, next_state;
reg [3:0] led_counter;
always @(posedge clk) begin
    if (rst && !started) begin
        state <= 4'b0000;
        next_state <= 4'b0000;
        led_counter <= 0;
        started <= 1;
    end
    else if (state != 4'b0000 && !rst) begin
        state <= 4'b0000;
        next_state <= 4'b0000;
        led_counter <= 0;
    end
    state <= next_state;
    case(state)
        4'b0000: begin
            leds <= 16'b0;
            if (flick) begin
                next_state <= 4'b0001;
            end
        end
        4'b0001: begin
            leds[led_counter] <= 1;
            if (led_counter == 15) begin
                next_state <= 4'b0010;
            end
            else begin
                led_counter <= led_counter + 1;
            end
        end
        4'b0010: begin
            leds[led_counter] <= 0;
            if (led_counter == 5) begin
                next_state <= 4'b0100;
            end
            else begin
                led_counter <= led_counter - 1;
            end
        end
        4'b0011: begin
            leds[led_counter] <= 1;
            if (led_counter == 15) begin
                next_state <= 4'b0010;
            end
            else begin
                led_counter <= led_counter + 1;
            end
        end
        4'b0100: begin
            leds[led_counter] <= 1;
            if (led_counter == 10) begin
                next_state <= 4'b0101;
            end
            else begin
                led_counter <= led_counter + 1;
            end
        end
        4'b0101: begin
            leds[led_counter] <= 0;
            if (led_counter == 0) begin
                next_state <= 4'b0111;
            end
            else begin
                led_counter <= led_counter - 1;
            end
        end
        4'b0110: begin
            leds[led_counter] <= 1;
            if (led_counter == 10) begin
                next_state <= 4'b0101;
            end
            else begin
                led_counter <= led_counter + 1;
            end
        end
        4'b0111: begin
            leds[led_counter] <= 1;
            if (led_counter == 5) begin
                next_state <= 4'b1000;
            end
            else begin
                led_counter <= led_counter + 1;
            end
        end
        4'b1000: begin
            leds[led_counter] <= 0;
            if (led_counter == 0) begin
                next_state <= 4'b0000;
            end
            else begin
                led_counter <= led_counter - 1;
            end
        end
    endcase
    case (state)
        4'b0101: begin
            if (flick) begin
                if (leds[5] == 0) begin
                    next_state <= 4'b0100;
                end
                if (leds[0] == 0) begin
                    next_state <= 4'b0110;
                end
            end
        end
        4'b0010: begin
            if (flick && leds[5] == 0) begin
                next_state <= 4'b0011;
            end
        end
    endcase
end
endmodule
### flow/run.sh
#!/bin/bash
# OpenROAD 26Q1-2900-gdf79404cd8, Yosys 0.63+post, stock flow scripts
make -C /OpenROAD-flow-scripts/flow DESIGN_CONFIG=/design/flow/config.mk WORK_HOME=/design/flow/orfs finish
### flow/config.mk
export PLATFORM = sky130hd
export DESIGN_NAME = bound_flasher
export DESIGN_NICKNAME = bound_flasher
export VERILOG_FILES = /design/flow/design.v
export SDC_FILE = /design/flow/constraint.sdc
export NUM_CORES = 4
export LEC_CHECK = 1
export CORE_UTILIZATION = 30
### flow/constraint.sdc
current_design bound_flasher

set clk_period 4.1
set clk_io_pct 0.2

create_clock -name clk0 -period $clk_period [get_ports {clk}]

set non_clock_inputs [all_inputs -no_clocks]
set_input_delay [expr $clk_period * $clk_io_pct] -clock clk0 $non_clock_inputs
set_output_delay [expr $clk_period * $clk_io_pct] -clock clk0 [all_outputs]
==> results.json <==
{
  "die_area_mm2": 0.00672,
  "max_slew_margin_pct": 54.6,
  "drc": 0,
  "crit_fanout": 11,
  "rows": 28,
  "clk_latency_ps": 280,
  "grt_max_degree": 20,
  "hold_viol": 0,
  "fp-utilization_pct": 31.6,
  "ios": 19,
  "overflow": 0,
  "yosys.stat.seqShare_pct": 39.1,
  "p_leak_nw": 0.826,
  "cts_buffer_depth": 2,
  "fin_setup_tns_ps": 0,
  "ys_async_sr_fraction_pct": 0,
  "status": "complete, no violations",
  "synth_area_mm2": 0.00192,
  "grt_pass1_wl_um": 7140,
  "place_congestion": 0.859,
  "skew_ps": 6.45,
  "crit_required_ps": 4130,
  "viasPerCell": 5.19,
  "switching_power_mw": 0.571,
  "worst_slew_pin_slew_ps": 680,
  "top_cell_area_share_pct": 26.6,
  "grt_antenna_before_repair": 0,
  "p_sw_share_pct": 41.4,
  "crit_arrival_ps": 2320,
  "finalWirelength_um": 4360,
  "cts_max_level": 2,
  "die_h_um": 82.0,
  "grt_use_total_pct": 14.3,
  "grt_pass1_vias": 1466,
  "portBuffers": 18,
  "n_antenna_cell": 0,
  "drive_gt1_share_pct": 7.83,
  "synthToLayoutAreaGrowth_pct": 15.4,
  "final-setup-viol-count": 0,
  "die_w_um": 82.0,
  "pwr-share-clk_pct": 16.4,
  "finalMaxSlewViolations": 0,
  "irDropWorstVdd_v": 0.000261,
  "path_class": "flop to flop",
  "max_cap_violations": 0,
  "ys_area_mm2": 0.00192,
  "syn_inst": 217,
  "tool_warnings": 31,
  "power_frac_seq_pct": 37.6,
  "yosysUniqueCellTypes": 49,
  "period_used_pct": 55.8,
  "dr_total_vias": 1584,
  "cts_buffers": 5,
  "edf_count": 17,
  "cts_sinks": 29,
  "cts_hold_buf": 0,
  "drt-pass1-iter-count": 5,
  "top_cell": "nand2_1",
  "fmax_mhz": 437,
  "synth_top_flop_cell": "edfxtp_1",
  "root_buffer": "clkbuf_8",
  "place_hpwl_um": 2960,
  "fin_crit_ps": 2290,
  "antenna_left": 0,
  "synth_warnings": 1,
  "p_per_area_mw_per_mm2": 623,
  "critPathLaunchType": "flop",
  "synthTopCellsByCount": "nand2_1 (35), nand3_1 (19), a21oi_1 (18), edfxtp_1 (17), nor2_1 (17)",
  "ctsResizeCount": 0,
  "ys_cells": 217,
  "synth.area.top_cells": "edfxtp_1 (27%), dfxtp_1 (13%), nand2_1 (6.8%)",
  "wl_per_cell_um": 14.3,
  "rsz0062_at_grt": "no",
  "comb_power_share_pct": 46.0,
  "top_area_cell": "edfxtp_1",
  "whs_ps": 352,
  "min-delay-path-class": "flop to flop",
  "drtIter0Drc": 131,
  "cts_tree": "done",
  "postCtsSetupRepairBufs": 0,
  "clk_pin_slew_ps": 70,
  "r2r_setup_slack_ps": 1810,
  "endpoint_kind": "flop",
  "intPower_mw": 0.808,
  "core-area_mm2": 0.00606,
  "syn_avg_cell_area_um2": 8.84,
  "ys.flops": 29
}
## sequential cells by signal, indices dropped and copies added, names as in the netlist
name / flops
led_counter: 4
leds: 16
started: 1
next_state: 4
state: 4
## cell usage in the layout (no fill, tap or decap), types with 2 or more instances in the layout
| master | Yosys | routed |
|---|---|---|
| a21oi_1 | 18 | 18 |
| a21oi_2 | 2 | 2 |
| a32oi_1 | 2 | 2 |
| and3_1 | 2 | 2 |
| and3b_1 | 3 | 3 |
| buf_4 | 1 | 2 |
| clkbuf_8 | 0 | 5 |
| clkdlybuf4s50_1 | 0 | 18 |
| clkinv_2 | 0 | 2 |
| dfxtp_1 | 12 | 12 |
| edfxtp_1 | 17 | 17 |
| ha_1 | 7 | 7 |
| inv_1 | 4 | 4 |
| mux2i_1 | 8 | 8 |
| nand2_1 | 35 | 35 |
| nand2b_1 | 3 | 3 |
| nand3_1 | 19 | 19 |
| nand3b_1 | 5 | 5 |
| nor2_1 | 17 | 17 |
| nor3_1 | 5 | 5 |
| nor4b_1 | 3 | 3 |
| o211ai_1 | 7 | 7 |
| o21ai_0 | 2 | 2 |
| o22ai_1 | 2 | 2 |
| o31ai_1 | 3 | 3 |
| or3b_1 | 2 | 2 |
| xor2_1 | 3 | 3 |
## layer usage
layer / GRT usage [%] / up-vias / wire length (um)
met2: 21.2 / 36 / 1820
met1: 22.9 / 729 / 2250
li1: - / 814 / -
met3: 2.03 / 5 / 236
met5: 0 / - / 0
met4: 2.28 / 0 / 56
## critical path, stage by stage, from the launching register on
cell and delay, ps:
dfxtp_1 530, inv_1 140, ha_1 270, xor2_1 370, and3_1 360, nand3_1 140
mux2i_1 170, nor2_1 50
## cell families after synthesis
logic type / synth area share [%]
simple gates: 28.4
compound gates: 16.9
other cells: 0.196
flops: 39.1
fa+ha+maj: 4.57
buf+inv: 4.76
xor+xnor: 1.83
mux: 4.17
## worst paths after layout
check | start | cells after the start | to
worst min register to register | next_state[1] | 0 | state[1]
worst max register to register | led_counter[0] | 7 | leds[8]
worst min-delay path | next_state[1] | 0 | state[1]
worst max-delay path | led_counter[0] | 7 | leds[8]
## per-stage QoR
stage | power (mW) | instances | setup slack, ps | area (um^2) | util [%]
floorplan | 0.958 | 217 | 2020 | 1920 | -
global placement | 1.16 | 297 | 1780 | 2130 | 35.2
detailed placement | 1.16 | 297 | 1750 | 2130 | 35.2
CTS | 1.39 | 305 | 1790 | 2210 | 36.5
global route | 1.51 | 305 | 1600 | 2210 | 36.5
finish | 1.38 | 305 | 1810 | 2210 | 36.5
## power groups by stage
stage,Combinational (mW),Sequential (mW),Clock [mW]
CTS,0.637,0.519,0.236
global route,0.722,0.535,0.250
finish,0.634,0.518,0.227
## final cells by class
type                       count  area (um^2)
clock buffer                   6         72.6
clock inverter                 2         10.0
fill                         612         3850
inverter                       4         15.0
multi-input combinational    169         1080
sequential                    29          751
tap                           75         93.8
timing repair buffer          20          195
Power figures rest on the tool's default switching activity, not on a simulated workload.
